--- flow/design.v ---
module HOMEWORK2(A,CLZ_A);
	input [31:0]A;
	output [31:0]CLZ_A;
	wire [4:0]result;
	wire [15:0]val16;
	wire [7:0]val8;
	wire [3:0]val4;
	assign result[4]=(A[31:16]==16'b0);
	assign val16=result[4]?A[15:0]:A[31:16];
	assign result[3]=(val16[15:8]==8'b0);
	assign val8=result[3]?val16[7:0]:val16[15:8];
	assign result[2]=(val8[7:4]==4'b0);
	assign val4=result[2]?val8[3:0]:val8[7:4];
	assign result[1]=(val4[3:2]==2'b0);
	assign result[0]=result[1]?~val4[1]:~val4[3];
	assign CLZ_A=(A==0)?(32'd32):({27'b0,result});
endmodule
`timescale 1ns/1ps
module HOMEWORK2_TEST;
	reg [31:0]A;
	wire [31:0]C;
	initial begin
		A<=32'b0;
		#500 A<={$random};
		#500 A<={$random};
		#500 A<={$random};
	end
	HOMEWORK2 random(.A(A),.CLZ_A(C));
endmodule
--- flow/run.sh ---
#!/bin/bash
# OpenROAD 26Q1-2900-gdf79404cd8, Yosys 0.63+post, stock flow scripts
make -C /OpenROAD-flow-scripts/flow DESIGN_CONFIG=/design/flow/config.mk WORK_HOME=/design/flow/orfs finish
--- flow/config.mk ---
export PLATFORM = sky130hd
export DESIGN_NAME = HOMEWORK2
export DESIGN_NICKNAME = HOMEWORK2
export VERILOG_FILES = /design/flow/design.v
export SDC_FILE = /design/flow/constraint.sdc
export NUM_CORES = 4
export LEC_CHECK = 1
export CORE_AREA = 10 10 70 70
export DIE_AREA = 0 0 80 80
--- flow/constraint.sdc ---
current_design HOMEWORK2

set clk_period 6.2
set clk_io_pct 0.2

create_clock -name clk0 -period $clk_period

set non_clock_inputs [all_inputs -no_clocks]
set_input_delay [expr $clk_period * $clk_io_pct] -clock clk0 $non_clock_inputs
set_output_delay [expr $clk_period * $clk_io_pct] -clock clk0 [all_outputs]
==> flow_summary.toml <==
# synthesis and place-and-route metrics
[status]
status = "finished clean"

[finish]
regArea_sq_um = 0
area_delta_synth_final_pct = 51.9
ff_count = 0
nFillCells = 390
clock_buffers = 0
fin_util_pct = 27.9
drive_above_1_share_pct = 9.52

[logic_synthesis]
yosys_warnings = 0
ys_area_sq_um = 627
synth_cell_types = 35
syn_area_per_cell_sq_um = 6.97
synth_seq_share_pct = 0
netlist_area_sq_um = 627
syn_inst = 90
yosys_cells = 90

[route]
drtIter0Drc = 61
drt_pass1_iterations = 4
drc = 0
wirelength_um = 2530
vias = 738
antenna-diode-count = 0
vias_per_cell = 4.29
ant_nets = 0
detail_route.wl_per_cell_um = 14.7

[critical_path]
path_cells = "clkdlybuf4s50_1 > nor4_2 > and3_1 > a41o_2 > a21oi_2 > a211o_1 > a221oi_2 > o211a_1 > clkdlybuf4s50_1"
path_common_cell = "clkdlybuf4s50_1"
criticalPathCategory = "in2out"
arrival_ns = 3.92
cpMaxStageDelayCell = "clkdlybuf4s50_1"
crit_fanout = 6
crit_required_ns = 4.96
cp-end-kind = "output port"
start_kind = "input pin"
crit_path_max_incr_delay_ns = 0.46

[flow_run]
cap_violations = 0
tool_warnings = 32

[floorplan]
core.rowCount = 21
die_y_um = 80
design.core.area_sq_um = 3420
pin_count = 64
die_area_sq_um = 6400
initCoreUtil_pct = 18.4
die_w_um = 80

[grt]
grt_pass1_vias = 792
grt_util_all_layers_pct = 7.18
grt_overflow = 0
grt_max_degree = 7
antenna_found_initial = 0
grt_pass1_wl_um = 3860

[timing]
finalCritPeriodShare_pct = 83.2
fmax_ghz = 0.194
tns_ns = 0
period_minus_slack_ns = 5.16
finalHoldViolations = 0
rsz0062_at_grt = "false"
drv_slew = 0
setup-violations-final = 0

[min_path]
min_path_type = "in2out"
holdPathStages = 4

[cts]
cts.repair.resized = 0
holdBufCountCts = 0
cts_setup_buffers = 0

[pwr]
max-vdd-ir-drop_uv = 11.9
powerDensity_nw_per_um2 = 43.7
power_leakage_nw = 0.350

[placement]
portBuffers = 38
dpl.hpwl_um = 2250
gp_congestion = 0.886
[cells by family after synthesis]
kind of cell | share of synthesized area [%]
other | 0.598
AOI/OAI and AO/OA | 31.1
buffers and inverters | 32.9
and+or+nand+nor | 35.3
[layer usage]
layer	routed length, um	vias to the layer above	track usage, %
met5	0	-	0
met2	1110	42	11.6
met1	1150	334	9.49
met3	264	0	2.50
li1	-	362	-
met4	0	0	0
[critical path: cells and delay by family]
kind            cells  cell delay, ns
compound gates      5            1.10
buf+inv             2            0.90
simple gates        2            0.68
[report_power, final]
group	internal, W	switching (W)
Combinational	0.0000256	0.0000161
Sequential	0	0
Clock	0	0
Total	0.0000256	0.0000161
[layout make-up]
| class | count | area [sq um] | share of cell area, % |
|---|---|---|---|
| repair buffers | 38 | 380 | 39.9 |
| multi-input cells | 88 | 514 | 54.0 |
| well taps | 46 | 57.6 | 6.04 |
[through the flow]
step / area (sq um) / instances / hold WS, ns / setup slack (ns) / total power (W)
6_report: 952 / 172 / 3.54 / 1.04 / 0.0000416
5_1_grt: 952 / 172 / 3.59 / 0.850 / 0.0000458
4_1_cts: 952 / 172 / 3.56 / 1.02 / 0.0000423
3_5_place_dp: 952 / 172 / 3.56 / 1.03 / 0.0000420
3_3_place_gp: 952 / 172 / 3.57 / 1.03 / 0.0000426
2_1_floorplan: 721 / 115 / 2.57 / 2.25 / 0.0000231
[cells in the final DEF, fill, tap and decap left out, drive strengths merged, types with 2 or more instances in the layout]
master and n:
o21ai 3, a31oi 3, clkdlybuf4s50 38, nand2 3, o21a 2, conb 26
a221oi 3, nor4 4, nor2 16, nand3 6, a21o 2, and3 2
nor3 4
[cells in the mapped netlist, drive strengths merged, types with 2 or more instances]
cell    instances  area share (%)
o21a            2             2.4
nand3           6             6.4
nor2           16              10
o21ai           3             3.0
a21o            2             2.4
nor3            4             3.2
nor4            4             7.4
a31oi           3             3.0
nand2           3             1.8
and3            2             2.2
buf            27              33
a221oi          3             5.2
[worst paths after layout]
| path | endpoint | start | slack, ns |
|---|---|---|---|
| setup / recovery | CLZ_A[0] | A[17] | 1.04 |
| hold / removal | CLZ_A[0] | A[31] | 3.54 |
No activity file was given, so power comes from the tool's default toggle rates.
